==> design/flow/design.v <==
module EReg_extended(
	input [4:0]controls,
	input [31:0]aluOut,
	input [31:0]rtData,
	input [5:0]regNum,
	input clk,
	input wipe,
	output reg [74:0]out);
	always @(negedge clk) begin
		if(wipe==1) begin
			out<={6'b000000, rtData, aluOut, 5'b00000}; 
		end
		else begin
			out<={regNum, rtData, aluOut, controls};
		end
	end
endmodule
==> design/flow/run.sh <==
#!/bin/bash
# OpenROAD 26Q1-2900-gdf79404cd8, Yosys 0.63+post, stock flow scripts
make -C /OpenROAD-flow-scripts/flow DESIGN_CONFIG=/design/flow/config.mk WORK_HOME=/design/flow/orfs finish
==> design/flow/config.mk <==
export PLATFORM = sky130hd
export DESIGN_NAME = EReg_extended
export DESIGN_NICKNAME = EReg_extended
export VERILOG_FILES = /design/flow/design.v
export SDC_FILE = /design/flow/constraint.sdc
export NUM_CORES = 4
export LEC_CHECK = 1
export CORE_UTILIZATION = 50
==> design/flow/constraint.sdc <==
current_design EReg_extended

set clk_period 1.0
set clk_io_pct 0.2

create_clock -name clk0 -period $clk_period [get_ports {clk}]

set non_clock_inputs [all_inputs -no_clocks]
set_input_delay [expr $clk_period * $clk_io_pct] -clock clk0 $non_clock_inputs
set_output_delay [expr $clk_period * $clk_io_pct] -clock clk0 [all_outputs]
==> qor.csv <==
stage,metric,value,unit
outcome,status,aborted with a tool error,
floorplanning,FP Rows,20,
synth,post-synth top area share,92.5,%
synth,share of the yosys chip area belonging to registers,92.5,%
synth,number of distinct library cells after synthesis,6,
synth,"top cells, area","sky130_fd_sc_hd__dfxtp_1 (93%), sky130_fd_sc_hd__nor2b_2 (4.3%), sky130_fd_sc_hd__nor2b_4 (1.7%), sky130_fd_sc_hd__buf_6 (0.69%), sky130_fd_sc_hd__and2b_2 (0.54%)",
outcome,Last stage,3_5_place_dp,
floorplanning,Die Span X,59.0,um
synth,average cell area after synthesis,18.4,um^2
floorplanning,top-level I/O count,152,
synth,"area leader, netlist",sky130_fd_sc_hd__dfxtp_1,
place,Final Wtd Congestion,0.714,
outcome,error that ended the run,[ERROR DPL-0036] Detailed placement failed.,
synth,chip area line of the yosys report,0.00162,mm^2
floorplanning,Pre-Place Util,52.7,%
synth,cells after synthesis,88,
synth,flops out of synthesis,75,
synth,count of synthesis-stage warnings from yosys,1,
place,number of buffer cells added on primary ports,151,
floorplanning,Die Y,59.0,um
synth,cells in synth_stat.txt,88,
synth,cell area after synthesis,0.00162,mm^2
-- logic make-up after synthesis --
kind of cell / Yosys count / synth area share, %
buffers and inverters: 2 / 0.925
AND/OR/NAND/NOR: 11 / 6.55
flip-flops: 75 / 92.5
-- per-stage QoR --
step	setup TNS, ps	instances	setup slack [ps]	cell area, um^2
global placement	-52490	283	-557	3200
floorplan	0	88	1.88	1620
-- synthesized netlist by cell type (all sizes together) --
cell and number:
and2b 1, nor2b 10, inv 1, dfxtp 75
buf 1
