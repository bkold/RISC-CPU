[flow/constraint.sdc]
current_design FReg_extended

set clk_period 1.0
set clk_io_pct 0.2

create_clock -name clk0 -period $clk_period [get_ports {clk}]

set non_clock_inputs [all_inputs -no_clocks]
set_input_delay [expr $clk_period * $clk_io_pct] -clock clk0 $non_clock_inputs
set_output_delay [expr $clk_period * $clk_io_pct] -clock clk0 [all_outputs]
[flow/design.v]
module FReg_extended(
	input [31:0]instr,	
	input [31:0]pc,
	input runtime,
	input runtimeBranch,
	input clk,
	input wake,
	input wipe,
	input jumpWipe,
	input bcpuWipe,
	input reset, 
	input [31:0]jumpAddr,  
	input [31:0]newPC,  
	output reg [64:0]out);
	always @(negedge clk or posedge reset or posedge bcpuWipe) begin
		if(reset) begin
			out<={1'b0, 32'd0, 32'h00000008}; 
		end
		else if(bcpuWipe) begin
			out<={runtimeBranch, newPC, 32'h00000008};
		end
		else if(wipe==1) begin
			out<={runtime, pc, 32'h00000008}; 
		end
		else if(jumpWipe==1) begin
			out<={runtime, jumpAddr, instr};
		end
		else begin
			out<={runtime, pc, instr};
		end		
	end
endmodule
[flow/config.mk]
export PLATFORM = sky130hd
export DESIGN_NAME = FReg_extended
export DESIGN_NICKNAME = FReg_extended
export VERILOG_FILES = /design/flow/design.v
export SDC_FILE = /design/flow/constraint.sdc
export NUM_CORES = 4
export LEC_CHECK = 1
export CORE_UTILIZATION = 30
[flow/run.sh]
#!/bin/bash
# OpenROAD 26Q1-2900-gdf79404cd8, Yosys 0.63+post, stock flow scripts
make -C /OpenROAD-flow-scripts/flow DESIGN_CONFIG=/design/flow/config.mk WORK_HOME=/design/flow/orfs finish
==> tab_implementation.tex <==
% Synthesis and place-and-route results
\begin{tabular}{lr}
\hline
Metric & Value \\
\hline
\multicolumn{2}{l}{\textbf{Layout}} \\
Final instance area & 0.005908 mm\^{}2 \\
Core Util, Final & 0.5962 \\
Layout Area Growth over Synthesis & 89.49\% \\
Number of flip-flops under the largest register name & 65 \\
Layout cell share with drive strength beyond 1 & 0.4912 \\
Largest registers & out x65 \\
Register ranked first by flip-flop count & out \\
\multicolumn{2}{l}{\textbf{Status}} \\
Outcome & finished with violations \\
Violated checks & negative setup slack \\
\multicolumn{2}{l}{\textbf{Synth}} \\
Synthesis Warnings & 2 \\
Adder share & 0 \\
Post-synthesis chip area from yosys & 0.003118 mm\^{}2 \\
Compound-cell area share of the yosys netlist & 0.05297 \\
Post-synth cell types & 16 \\
Number of cells produced by synthesis & 251 \\
Comb area leader & multiplexers \\
And+or+nand+nor area frac & 0.1100 \\
Avg Synthesized Cell Area & 12.42 um\^{}2 \\
Number of cell instances after yosys synthesis & 251 \\
Total of flip-flops plus latches after synthesis & 65 \\
Register area share after synthesis & 0.6015 \\
Post-synth mux share & 0.1517 \\
Synth Area in XOR/XNOR & 0 \\
Cell area after synthesis & 0.003118 mm\^{}2 \\
\multicolumn{2}{l}{\textbf{Floorplanning}} \\
Height of the chip & 103.9 um \\
Top-level port count & 201 \\
Area of the core region & 0.009910 mm\^{}2 \\
Cell row count & 36 \\
Overall die width & 103.9 um \\
Fp util & 0.3146 \\
Die footprint & 0.01080 mm\^{}2 \\
\multicolumn{2}{l}{\textbf{Setup path}} \\
Required @ worst endpoint & 0.80 ns \\
Startpoint-to-endpoint class of the critical path & reg2out \\
Cell family with most CP delay & flip-flops \\
Buffers plus inverters on the worst setup path & 1 \\
Kind of launch point of the worst setup path & register \\
Critical Path Fanout Max & 1 \\
Ordered list of cells on the worst path & buf\_2 \\
Arrival time of data at the critical path endpoint & 1.50 ns \\
Endpoint type of the worst setup path & output pin \\
Largest stage delay on the critical path & 0.55 ns \\
Slowest cell on the critical path & sky130\_fd\_sc\_hd\_\_dfbbn\_1 \\
\multicolumn{2}{l}{\textbf{Timing}} \\
Number of hold violations in the final report & 0 \\
Worst relative slew slack & 0.8400 \\
Setup WS post-layout & -0.7048 ns \\
Final-report max-slew violation count & 0 \\
Setup repair after global routing missed its margin & true \\
Fin Hold WS & 0.5736 ns \\
Slew of the pin with the lowest slew margin & 0.2394 ns \\
Endpoints failing setup & 97 \\
\multicolumn{2}{l}{\textbf{Clocking}} \\
\# hold bufs at CTS & 0 \\
CTS tree & done \\
Number of CTS-inserted buffers & 9 \\
Clk Tree Root Cell & sky130\_fd\_sc\_hd\_\_clkbuf\_8 \\
CTS Buffer Depth & 2 \\
Clock-pin slew of the registers on the worst-case setup and hold paths & 0.06 ns \\
Clk sinks & 65 \\
H-tree depth reported by CTS & 3 \\
\multicolumn{2}{l}{\textbf{Detailed routing}} \\
Post-route ant nets & 0 \\
Vias per Instance & 4.246 \\
DR vias & 2726 \\
Per-cell routed wire length & 14.90 um \\
Overall routed net length & 9567 um \\
Count of inserted antenna diode cells & 0 \\
DR pass1 iterations & 5 \\
Number of DRC markers in iteration 0 & 43 \\
DRC violations left & 0 \\
\multicolumn{2}{l}{\textbf{Flow run}} \\
Max\_cap viols & 0 \\
Number of OpenROAD warnings & 63 \\
\multicolumn{2}{l}{\textbf{Global route}} \\
Remaining Overflow, GRT & 0 \\
Initial antenna violation count & 0 \\
Via count of the first global-routing pass & 2931 \\
GRT Total Usage & 0.1860 \\
Largest net degree at the start of global routing & 33 \\
First-pass GRT wire length & 15120 um \\
\multicolumn{2}{l}{\textbf{Pwr}} \\
Power, Total & 6.815 mW \\
Reported leakage power & 2.887 nW \\
Power density over cell area & 1154 mW/mm\^{}2 \\
Maximum VDD drop & 0.6785 mV \\
\multicolumn{2}{l}{\textbf{Placed design}} \\
Worst setup slack before clock tree synthesis & -1.125 ns \\
Post-DP HPWL & 6849 um \\
Last weighted congestion value of the routability-driven placer & 0.8018 \\
Count of port buffers added during placement & 199 \\
Placed cell areas & 0.005859 mm\^{}2 \\
\multicolumn{2}{l}{\textbf{Worst hold path}} \\
Path class of the lowest-slack min-delay path & in2reg \\
\hline
\end{tabular}
[Yosys cell counts]
| library cell | number | share of area |
|---|---|---|
| sky130_fd_sc_hd__buf_6 | 1 | 0.0036 |
| sky130_fd_sc_hd__nand2_1 | 33 | 0.040 |
| sky130_fd_sc_hd__nor2b_1 | 31 | 0.062 |
| sky130_fd_sc_hd__dfbbn_1 | 33 | 0.34 |
| sky130_fd_sc_hd__buf_2 | 5 | 0.0080 |
| sky130_fd_sc_hd__clkbuf_1 | 10 | 0.012 |
| sky130_fd_sc_hd__dfrtn_1 | 31 | 0.25 |
| sky130_fd_sc_hd__and2b_1 | 2 | 0.0048 |
| sky130_fd_sc_hd__mux2_2 | 2 | 0.0072 |
| sky130_fd_sc_hd__buf_12 | 3 | 0.019 |
| sky130_fd_sc_hd__dfstp_2 | 1 | 0.0084 |
| sky130_fd_sc_hd__or2_2 | 1 | 0.0020 |
| sky130_fd_sc_hd__a21oi_1 | 33 | 0.053 |
| sky130_fd_sc_hd__inv_1 | 34 | 0.041 |
| sky130_fd_sc_hd__nor2_1 | 1 | 0.0012 |
| sky130_fd_sc_hd__mux2_4 | 30 | 0.14 |
[logic make-up (layout without fill, tap and decap cells)]
logic type | Yosys count | count (layout)
and+or+nand+nor | 68 | 68
DFF | 65 | 65
buffers and inverters | 53 | 311
AOI/OAI and AO/OA | 33 | 33
muxes | 32 | 32
[cells in the final DEF (no fill, tap or decap)]
cell and instances:
sky130_fd_sc_hd__a21oi_2 33, sky130_fd_sc_hd__and2b_1 2, sky130_fd_sc_hd__buf_12 14, sky130_fd_sc_hd__buf_16 3, sky130_fd_sc_hd__buf_2 67, sky130_fd_sc_hd__buf_4 40
sky130_fd_sc_hd__buf_6 4, sky130_fd_sc_hd__buf_8 2, sky130_fd_sc_hd__bufinv_16 1, sky130_fd_sc_hd__clkbuf_16 1, sky130_fd_sc_hd__clkbuf_8 9, sky130_fd_sc_hd__clkdlybuf4s50_1 65
sky130_fd_sc_hd__clkinv_2 1, sky130_fd_sc_hd__clkinv_4 2, sky130_fd_sc_hd__dfbbn_1 33, sky130_fd_sc_hd__dfrtn_1 31, sky130_fd_sc_hd__dfstp_2 1, sky130_fd_sc_hd__dlygate4sd2_1 65
sky130_fd_sc_hd__inv_1 34, sky130_fd_sc_hd__inv_4 1, sky130_fd_sc_hd__inv_6 2, sky130_fd_sc_hd__mux2_4 32, sky130_fd_sc_hd__nand2_2 33, sky130_fd_sc_hd__nor2_4 1
sky130_fd_sc_hd__nor2b_1 29, sky130_fd_sc_hd__nor2b_4 2, sky130_fd_sc_hd__or2_4 1
[metal layers]
metal	up-vias	track usage	part of all wire
met5	-	0	0
met2	143	0.2962	0.46
met3	10	0.09126	0.13
met1	1261	0.2427	0.40
met4	0	0.01939	0.013
li1	1312	-	-
[per-stage QoR]
step                      cells  setup TNS, ns
after detailed placement    615        -128.32
after floorplan             251         -51.70
after CTS                   640         -52.48
after global placement      615        -127.62
final                       642         -50.71
after global routing        642         -53.44
[timing repair]
action | in CTS | in global routing
resized | 290 | 3
endpoints found under the setup margin | 162 | 99
buffers inserted | 5 | 3
gates cloned | 4 | 1
[power by group]
group,total [mW],switching (mW),internal (mW)
clock,2.33,1.15,1.18
combinational,1.48,0.493,0.991
sequential,3.00,0.0391,2.96
total,6.82,1.68,5.13
[area by class of cell]
class	instances	area [um^2]
clock buffers	9	123.9
clock inverters	8	80.08
fillers	842	4001
inverters	33	123.9
multi-input cells	133	1220
flip-flops and latches	65	1876
well taps	133	166.4
repair buffers	261	2318
[worst paths after layout]
path / startpoint / endpoint / slack (ns) / depth (start not counted)
setup / recovery: out[58] / out[58] / -0.70 / 1
hold / removal: instr[23] / out[23] / 0.57 / 2
max in group asynchronous: reset / out[56] / 0.08 / 3
min in group asynchronous: newPC[24] / out[56] / 0.62 / 2
Power figures rest on the tool's default switching activity, not on a simulated workload.
