`flow/run.sh`:
```
#!/bin/bash
# OpenROAD 26Q1-2900-gdf79404cd8, Yosys 0.63+post, stock flow scripts
make -C /OpenROAD-flow-scripts/flow DESIGN_CONFIG=/design/flow/config.mk WORK_HOME=/design/flow/orfs finish
```
`flow/design.v`:
```
module DReg_extended(
	input [17:0]controls,
	input [31:0]pc,
	input [31:0]rsData,
	input [31:0]rtData,	
	input [31:0]imm,
	input [5:0]rt,
	input [5:0]rd,
	input clk,
	input wipe,
	output reg [157:0]out);
	always @(negedge clk) begin
		if(wipe==1) begin
			out<={rt, 6'b000000, rtData, imm, rsData, pc, 18'd0}; 
		end
		else begin
			out<={rt, rd, rtData, imm, rsData, pc, controls};
		end	
	end
endmodule
```
`flow/config.mk`:
```
export PLATFORM = sky130hd
export DESIGN_NAME = DReg_extended
export DESIGN_NICKNAME = DReg_extended
export VERILOG_FILES = /design/flow/design.v
export SDC_FILE = /design/flow/constraint.sdc
export NUM_CORES = 4
export LEC_CHECK = 1
export CORE_AREA = 10 10 164 164
export DIE_AREA = 0 0 174 174
```
`flow/constraint.sdc`:
```
current_design DReg_extended

set clk_period 1.0
set clk_io_pct 0.2

create_clock -name clk0 -period $clk_period [get_ports {clk}]

set non_clock_inputs [all_inputs -no_clocks]
set_input_delay [expr $clk_period * $clk_io_pct] -clock clk0 $non_clock_inputs
set_output_delay [expr $clk_period * $clk_io_pct] -clock clk0 [all_outputs]
```
==> results.txt <==
fresh numbers from the pnr run: drt initial violations=59, hold depth=1, Largest stage delay, worst path=0.31 ns, Avg Inst Size Synth=18.27 µm², die height=174 µm, Sw Share=0.2866, Synth area leader=dfxtp_1, number of fill cells=2,414, Sequential Power Share=0.414, vias in the first global route=3,654, headroom to the max-slew limit=0.8649, Top Registers=out (158), TritonCTS clock tree=yes, RSZ-0062 raised after global routing=true, IO Port Bufs=317, Yosys reg bits=158, P_leak=3.854 nW, status=complete, but fails checks, I/O pin total=318, Crit path arrival time=1.37 ns, core area=0.02340 mm², synthesis area per yosys=0.003379 mm², gr ovfl total=0, vias per cell=3.028, hold bufs inserted after CTS=0, global routing's busiest layer=met2, fp_density=0.1444, gr usage total=0.09510, VDD IR max=0.001009 V, hold_sp=imm[3], proportion of layout cells with a drive suffix above 1=0.3535, setup ws final=-0.5671 ns, largest register by flop count=out, crit-path max FO=1, Most common reg cell=dfxtp_1, # setup viols final=158, crit-path cells=buf_2, Cell Pwr Density=2195 mW/mm², maximum clock path buffer count=2, dpl ws=-0.6332 ns, CTS sink cnt=158, GRT met1 Usage=0.08935, register clock-pin slew on the reported worst setup and hold paths=0.04 ns, Min-Delay Path Class=in -> reg, met2 GRT Util=0.1568, EDFF count, synth=0, worst setup path category=reg -> out, Seq share, synth=0.9359, GRT met3 Usage=0.06471, largest net degree at the start of global routing=17, initial antenna violation count=0, Psw=4.698 mW, Int Power=11.70 mW, Area Overhead vs Synth=121.1%, CP startpoint=out[127], Worst setup EP type=output port, drt pass-1 iters=4, Worst setup SP type=register, post-synthesis instance total=185, slowest CP cell=dfxtp_2, CTS buffer count=17, Post-Route WL=14,690 µm, most instantiated library cell after synthesis=dfxtp_1, ys cells=185, max reg flops=158, Die Area=0.03028 mm², top cells by area, synth=dfxtp_1, nor2b_2, nor2b_1, Cell Type Count=6, Final ANT Viol Nets=0, dpl hpwl=12,090 µm, Clock power frac=0.523, Post-Syn Area=0.003379 mm², tool warnings=185, Worst-Margin Slew=0.2021 ns, via count=3,064, Comb pwr share=0.063, Non-Filler Instances=1,012, global-route wire length before repair=21,410 µm, GP Congestion=0.8284, failing checks=negative setup slack, ant diodes=0, CTS root buf=clkbuf_16, WP depth=1, final routed DRC violation total=0, H-tree depth=4, top cells by count=dfxtp_1, nor2b_2, nor2b_1, wire per inst=14.52 µm, top cell type's share of synthesized area=0.9359, Yosys warnings=1, Worst path top cell family by delay=flip-flops, chip width=174 µm, MaxCap Viol Count=0, Pins Over Slew Limit=0, Hold Fails Final Rpt=0, Inst Count DP=822, CP bufs+invs=1, Final Util=0.3192, ys async rst share=0, row cnt=56, critical path data required time=0.80 ns
-- area by class of cell --
class | count | area (µm²) | share of cell area
clock buffer | 17 | 425.4 | 0.05694
clock inverter | 173 | 749.5 | 0.1003
multi-input combinational | 24 | 190.2 | 0.02546
sequential | 158 | 3211 | 0.4297
tap | 319 | 399.1 | 0.05342
timing repair buffer | 321 | 2496 | 0.3341
-- final timing paths --
kind,end,slack [ns]
worst max-delay path,out[127],-0.57
worst min-delay path,out[85],0.69
-- cell usage in the layout, fill, tap and decap left out --
master | synthesis | routed
inv_1 | 1 | 159
clkdlybuf4s50_1 | 0 | 158
buf_2 | 0 | 147
dfxtp_1 | 158 | 120
dfxtp_2 | 0 | 38
clkbuf_16 | 0 | 17
nor2b_2 | 14 | 14
buf_6 | 2 | 12
nor2b_1 | 6 | 6
inv_8 | 0 | 6
clkinv_4 | 0 | 5
and2b_1 | 4 | 4
clkinv_8 | 0 | 2
buf_4 | 0 | 2
inv_6 | 0 | 1
dlygate4sd2_1 | 0 | 1
buf_12 | 0 | 1
-- metal layers --
layer	routed length, µm	vias to the layer above	share of wire
met3	1364	16	0.093
met4	240	0	0.016
li1	-	1562	-
met1	5442	1316	0.37
met2	7643	170	0.52
met5	0	-	0
-- power groups by stage --
stage / clock (mW) / combinational [mW] / sequential, mW
4_1_cts: 9.07 / 1.06 / 6.78
5_1_grt: 9.95 / 1.11 / 6.81
6_report: 8.58 / 1.03 / 6.79
-- stage by stage --
stage	cell area [µm²]	hold WS [ns]	TNS (ns)	total power, mW
detailed placement	6964	1.152	-118.19	9.175
global route	7471	0.6461	-93.01	17.87
finish	7471	0.6858	-84.70	16.40
global placement	6964	1.148	-117.74	9.167
CTS	7422	0.6620	-89.04	16.91
floorplan	3379	0.7277	0	7.783
-- repair_timing --
action | in CTS | in global routing
endpoints found under the setup margin | 182 | 158
buffers inserted | 1 | 0
resized | 552 | 19
-- kinds of logic (layout without fill, tap and decap cells) --
family                 after synthesis  count (layout)  share of synthesized area
AND/OR/NAND/NOR                     24              24                    0.05628
buffers and inverters                3             511                   0.007773
flip-flops                         158             158                     0.9359
No activity file was given, so power comes from the tool's default toggle rates.
